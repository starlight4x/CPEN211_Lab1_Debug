### /design/flow/run.sh
#!/bin/bash
# OpenROAD 26Q1-2900-gdf79404cd8, Yosys 0.63+post, stock flow scripts
make -C /OpenROAD-flow-scripts/flow DESIGN_CONFIG=/design/flow/config.mk WORK_HOME=/design/flow/orfs finish
### /design/flow/design.v
module ALU (ain, bin, alu_out, ALUop, status_in);
parameter m = 16 ;
parameter n = 2 ;
input [m-1:0] ain ;
input [m-1:0] bin ;
input [n-1:0] ALUop ;
output reg [m-1:0] alu_out ;
output reg status_in ;
always @ (*) begin
	case(ALUop)
		2'b00: alu_out = ain + bin ;
		2'b01: alu_out = ain - bin ;
		2'b10: alu_out = ain & bin ;
		2'b11: alu_out = ain ;
	endcase
	if (alu_out == 16'b0)
		status_in = 1'b1 ;
	else
		status_in = 1'b0 ;
 end
endmodule
module datapath (datapath_in, vsel, asel, bsel, loada, loadb, loadc, loads, writenum, write, readnum, clk, ALUop, shift, datapath_out, status) ;
parameter m = 16 ;
input  [m-1:0] datapath_in ;
input  [0:0] vsel ;
input  [0:0] asel ;
input  [0:0] bsel ;
input  [0:0] loada ;
input  [0:0] loadb ;
input  [0:0] loadc ;
input  [0:0] loads ;
input  [2:0] writenum ;
input  [0:0] write ;
input  [2:0] readnum ;
input  [0:0] clk ;
input  [1:0] ALUop ;
input  [1:0] shift ;
output [m-1:0] datapath_out ;
output [0:0] status ;  
wire [m-1:0] data_in ;  
wire [m-1:0] data_out ;
wire [m-1:0] aout ;  
wire [m-1:0] bout ;  
wire [m-1:0] shift_out ;  
wire [m-1:0] Ain ;  
wire [m-1:0] Bin ;  
wire [m-1:0] alu_out ;  
wire [0:0] status_in ;  
Mux2in #(16) mux1 (.in0(datapath_in), .in1(datapath_out), .sel(vsel), .out(data_in)) ; 
regfile regfile (.writenum(writenum), .readnum(readnum), .write(write), .data_in(data_in), .clk(clk), .data_out(data_out)) ;
dflipflop #(16) apipe (.in(data_out), .clk(clk), .load(loada), .out(aout)) ;  
dflipflop #(16) bpipe (.in(data_out), .clk(clk), .load(loadb), .out(bout)) ;  
shifter #(2, 16) shifter (.shift(shift), .b(bout), .shift_out(shift_out)) ;
Mux2in #(16) muxasel(.in0(aout), .in1(16'b0), .sel(asel), .out(Ain)) ;  
Mux2in #(16) muxbsel(.in0(shift_out), .in1({11'b0, datapath_in[4:0]}), .sel(bsel), .out(Bin)) ;  
ALU #(16, 2) alu (.ain(Ain), .bin(Bin), .alu_out(alu_out), .ALUop(ALUop), .status_in(status_in)) ;
dflipflop #(16) cpipe (.in(alu_out), .clk(clk), .load(loadc), .out(datapath_out)) ;  
dflipflop #(1) statuspipe (.in(status_in), .clk(clk), .load(loads), .out(status)) ;
endmodule
module Mux2in(in0, in1, sel, out) ;  
  parameter p = 1 ;
  input [p-1:0] in0, in1 ;   
  input [0:0] sel ;  
  output [p-1:0] out ; 
  reg [p-1:0] out ; 
  always @(*) begin
    case(sel) 
      1'b1: out = in0 ;  
      1'b0: out = in1 ;  
        default: out =  {p{1'bx}} ;  
    endcase
  end
endmodule
module lab5_top(KEY,SW,LEDR,HEX0,HEX1,HEX2,HEX3,HEX4,HEX5,CLOCK_50);
  input [3:0] KEY;
  input [9:0] SW;
  output [9:0] LEDR; 
  output [6:0] HEX0, HEX1, HEX2, HEX3, HEX4, HEX5;
  input CLOCK_50;
  wire [15:0] datapath_out, datapath_in;
  wire write, vsel, loada, loadb, asel, bsel, loadc, loads;
  wire [2:0] readnum, writenum;
  wire [1:0] shift, ALUop;
  input_iface IN(CLOCK_50, SW, datapath_in, write, vsel, loada, loadb, asel, 
                 bsel, loadc, loads, readnum, writenum, shift, ALUop, LEDR[8:0]);
  datapath DP ( .clk         (~KEY[0]),  
                .readnum     (readnum),
                .vsel        (vsel),
                .loada       (loada),
                .loadb       (loadb),
                .shift       (shift),
                .asel        (asel),
                .bsel        (bsel),
                .ALUop       (ALUop),
                .loadc       (loadc),
                .loads       (loads),
                .writenum    (writenum),
                .write       (write),  
                .datapath_in (datapath_in),
                .status      (LEDR[9]),
                .datapath_out(datapath_out)
             );
  sseg H0(datapath_out[3:0],   HEX0);   
  sseg H1(datapath_out[7:4],   HEX1);
  sseg H2(datapath_out[11:8],  HEX2);
  sseg H3(datapath_out[15:12], HEX3);
  assign HEX4 = 7'b1111111;   
  assign HEX5 = 7'b1111111;   
endmodule
module input_iface(clk, SW, datapath_in, write, vsel, loada, loadb, asel, bsel, 
                   loadc, loads, readnum, writenum, shift, ALUop, LEDR);
  input clk;
  input [9:0] SW;
  output [15:0] datapath_in;
  output write, vsel, loada, loadb, asel, bsel, loadc, loads;
  output [2:0] readnum, writenum;
  output [1:0] shift, ALUop;
  output [8:0] LEDR;
  wire sel_sw = SW[9];  
  wire [15:0] datapath_in_next = sel_sw ? {8'b0,SW[7:0]} : datapath_in;
  vDFF #(16) DATA(clk,datapath_in_next,datapath_in);
  wire [8:0] ctrl_sw;
  wire [8:0] ctrl_sw_next = sel_sw ? ctrl_sw : SW[8:0];
  vDFF #(9) CTRL(clk,ctrl_sw_next,ctrl_sw);
  assign {readnum,vsel,loada,loadb,shift,asel,bsel,ALUop,loadc,loads,writenum,write}={
           ctrl_sw[3:1], ctrl_sw[4], ctrl_sw[5], ctrl_sw[6], 
           ctrl_sw[2:1], ctrl_sw[3], ctrl_sw[4], ctrl_sw[6:5], ctrl_sw[7], ctrl_sw[8],  
           ctrl_sw[3:1], ctrl_sw[0]    
  };
  assign LEDR = sel_sw ? ctrl_sw : {1'b0, datapath_in[7:0]};  
endmodule         
module vDFF(clk,D,Q);
  parameter n=1;
  input clk;
  input [n-1:0] D;
  output [n-1:0] Q;
  reg [n-1:0] Q;
  always @(posedge clk)
    Q <= D;
endmodule
module sseg(in,segs);
  input [3:0] in;
  output [6:0] segs;
  assign segs = 7'b0001110;   
endmodule
module regfile (writenum, readnum, write, data_in, clk, data_out) ;
  input write ;
  input clk ;
  input [2:0] writenum ;
  input [2:0] readnum ;
  input [15:0] data_in ;
  output [15:0] data_out ;
  wire [7:0] decoder1_out;  
  wire [7:0] decoder2_out;  
  wire load0 ; 
  wire load1 ; 
  wire load2 ;
  wire load3 ;
  wire load4 ;
  wire load5 ;
  wire load6 ;
  wire load7 ;
  wire [15:0] R0_out ; 
  wire [15:0] R1_out ; 
  wire [15:0] R2_out ; 
  wire [15:0] R3_out ;
  wire [15:0] R4_out ;
  wire [15:0] R5_out ;
  wire [15:0] R6_out ;
  wire [15:0] R7_out ;
  Dec #(3,8) decoder1 (.dec_in(writenum), .dec_out(decoder1_out));  
  assign load0 = decoder1_out[0] & write ;  
  assign load1 = decoder1_out[1] & write ;
  assign load2 = decoder1_out[2] & write ;
  assign load3 = decoder1_out[3] & write ;
  assign load4 = decoder1_out[4] & write ;
  assign load5 = decoder1_out[5] & write ;
  assign load6 = decoder1_out[6] & write ;
  assign load7 = decoder1_out[7] & write ;
  dflipflop #(16) R0 (.in(data_in),.clk(clk), .load(load0), .out(R0_out)) ;  
  dflipflop #(16) R1 (.in(data_in),.clk(clk), .load(load1), .out(R1_out)) ;  
  dflipflop #(16) R2 (.in(data_in),.clk(clk), .load(load2), .out(R2_out)) ;  
  dflipflop #(16) R3 (.in(data_in),.clk(clk), .load(load3), .out(R3_out)) ;  
  dflipflop #(16) R4 (.in(data_in),.clk(clk), .load(load4), .out(R4_out)) ;  
  dflipflop #(16) R5 (.in(data_in),.clk(clk), .load(load5), .out(R5_out)) ;  
  dflipflop #(16) R6 (.in(data_in),.clk(clk), .load(load6), .out(R6_out)) ;  
  dflipflop #(16) R7 (.in(data_in),.clk(clk), .load(load7), .out(R7_out)) ;  
  Dec #(3,8) decoder2(.dec_in(readnum),.dec_out(decoder2_out)) ;  
  Mux8a #(16) mux(.in0(R0_out), .in1(R1_out), .in2(R2_out), .in3(R3_out), .in4(R4_out), .in5(R5_out), .in6(R6_out), .in7(R7_out), .sel(decoder2_out), .out(data_out)) ;
endmodule
module dflipflop(in, clk, load, out);
  parameter p = 16 ;
	input [p-1:0] in ;
	input clk ;
	input load ;
	output reg [p-1:0] out ;
    always@(posedge clk) begin 
		if(load) 
			out <= in;  
	end
endmodule
module Dec( dec_in, dec_out) ;  
  parameter n = 3 ;
  parameter m = 8 ;
  input  [n-1:0] dec_in ;  
  output [m-1:0] dec_out ;  
  wire [m-1:0] dec_out = 1'b1 << dec_in ;  
endmodule
module Mux8a(in0, in1, in2, in3, in4, in5, in6, in7, sel, out) ;  
  parameter p = 1 ;
  input [p-1:0] in0, in1, in2, in3, in4, in5, in6, in7 ;   
  input [7:0] sel ;  
  output [p-1:0] out ; 
  reg [p-1:0] out ; 
  always @(*) begin
    case(sel) 
      8'b00000001: out = in0 ;  
      8'b00000010: out = in1 ;  
      8'b00000100: out = in2 ;
      8'b00001000: out = in3 ;
      8'b00010000: out = in4 ;
      8'b00100000: out = in5 ;
      8'b01000000: out = in6 ;
      8'b10000000: out = in7 ;
	  default: out =  {p{1'bx}} ;  
    endcase
  end
endmodule
module shifter(shift, b, shift_out);
parameter m = 2;
parameter n = 16 ;
input [m-1:0] shift ;
input [n-1:0] b ;  
output reg [n-1:0] shift_out ;
always @ (*) begin
	case(shift)
		2'b00: shift_out = b ;
		2'b01: shift_out = b << 1 ;  
		2'b10: shift_out = b >> 1 ;  
		2'b11: {shift_out[15], shift_out[14:0]} = {b[15], b[15:1]} ;  
		default: shift_out = 16'bx ; 
	endcase
end
endmodule 
### /design/flow/config.mk
export PLATFORM = sky130hd
export DESIGN_NAME = lab5_top
export DESIGN_NICKNAME = lab5_top
export VERILOG_FILES = /design/flow/design.v
export SDC_FILE = /design/flow/constraint.sdc
export NUM_CORES = 4
export LEC_CHECK = 1
export CORE_UTILIZATION = 30
### /design/flow/constraint.sdc
current_design lab5_top

set clk_period 4.0
set clk_io_pct 0.2

create_clock -name clk0 -period $clk_period [get_ports {CLOCK_50}]

set non_clock_inputs [all_inputs -no_clocks]
set_input_delay [expr $clk_period * $clk_io_pct] -clock clk0 $non_clock_inputs
set_output_delay [expr $clk_period * $clk_io_pct] -clock clk0 [all_outputs]
==> flow_metrics.env <==
# yosys + openroad results
export IMPL_cts_resized=0
export IMPL_htree_levels=1
export IMPL_cts_tree="done"
export IMPL_drv_cap=0
export IMPL_drc=0
export IMPL_drt_total_wl_um=19300
export IMPL_seq_power_share=0.322
export IMPL_ys_warn_count=8
export IMPL_arrival_ns=2.52
export IMPL_crit_required_ns=3.20
export IMPL_untimed_endpoints=355
export IMPL_layout_min_cycle_time_ns=3.32
export IMPL_outcome="finished, final reports clean"
export IMPL_viasPerCell=4.84
export IMPL_cts_root_buf="clkbuf_16"
export IMPL_chipHeight_um=180
export IMPL_ys_cells=727
export IMPL_path_clk_slew_ns=0.05
export IMPL_synthesis_area_mm2=0.00953
export IMPL_wl_per_cell_um=17.0
export IMPL_yosys_area_mm2=0.00953
export IMPL_powerDensity_mw_per_mm2=141
export IMPL_grt_max_degree=96
export IMPL_ioPinCount=67
export IMPL_first_iter_violations=292
export IMPL_fmaxAchievable_ghz=0.301
export IMPL_hold_buffers=0
export IMPL_path_class="in -> out"
export IMPL_finalHoldViolCount=0
export IMPL_groute_usage_overall=0.125
export IMPL_final_antenna_net_count=0
export IMPL_grt_pass1_vias=5403
export IMPL_clkPwrFrac=0.135
export IMPL_peakVddDrop_mv=0.154
export IMPL_p_leak_uw=0.00352
export IMPL_tool_warnings=29
export IMPL_p_comb_frac=0.543
export IMPL_drive_above_1_share=0.0981
export IMPL_synth_flops=194
export IMPL_io_buffers=21
export IMPL_ys_seq_share=0.612
export IMPL_chipArea_mm2=0.0325
export IMPL_critPathCaptureType="primary output"
export IMPL_max_stage_delay_ns=0.84
export IMPL_tightestPinTransition_ns=0.833
export IMPL_n_fill_cell=3030
export IMPL_fin_ws_ns=0.679
export IMPL_postCtsSetupBuffers=0
export IMPL_dr_pass1_iters=4
export IMPL_overflow=0
export IMPL_synthFlopType="edfxtp_1"
export IMPL_areaGrowthSynthToFinish_pct=6.45
export IMPL_hpwlAfterDp_um=13800
export IMPL_path_max_fanout=13
export IMPL_fp_utilization=0.308
export IMPL_slowest_stage="clkdlybuf4s50_1"
export IMPL_vias=5471
export IMPL_hold_path_class="in -> reg"
export IMPL_crit_top_cell="clkdlybuf4s50_1"
export IMPL_ys_types=69
export IMPL_antenna_found_initial=0
export IMPL_unclocked_regs=177
export IMPL_die_w_um=180
export IMPL_crit_chain="clkdlybuf4s50_1 > mux2_2 > clkdlybuf4s50_1"
export IMPL_syn_inst=727
export IMPL_intPower_uw=859
export IMPL_n_antenna_cell=0
export IMPL_crit_path_start_kind="primary input"
export IMPL_grt_pass1_wl_um=30200
export IMPL_sw_frac_of_total=0.401
export IMPL_numCtsBuffers=3
export IMPL_relSlewSlack=0.443
export IMPL_rsz0062_at_grt="false"
export IMPL_place_ws_ns=0.672
export IMPL_core_area_mm2=0.0309
export IMPL_fin_tns_setup_ns=0
export IMPL_edf_count=194
export IMPL_globalplace_congestion=0.815
export IMPL_ys_async_sr_fraction=0
export IMPL_finalCritPeriodShare=0.830
export IMPL_cts_path_max_buffers=2
export IMPL_setup_viol=0
export IMPL_p_switching_uw=575
export IMPL_drv_slew=0
export IMPL_rows=64
export IMPL_syn_avg_cell_area_um2=13.1
metrics by stage:
step | util | std cells | hold WS (ns) | power, µW | instance area (µm²)
floorplan | - | 767 | 0.899 | 1040 | 9680
global placement | 0.325 | 1126 | 1.36 | 1240 | 10100
detailed placement | 0.325 | 1126 | 1.37 | 1240 | 10100
CTS | 0.328 | 1130 | 1.12 | 1440 | 10100
global route | 0.328 | 1130 | 1.11 | 1540 | 10100
finish | 0.328 | 1130 | 1.11 | 1430 | 10100
worst max-delay path, delay by kind of cell:
| family | cells | cell delay, ns |
|---|---|---|
| buffers and inverters | 2 | 1.28 |
| muxes | 1 | 0.44 |
placed cells by master (no fill, tap or decap), types with 19 or more instances in the layout:
master | netlist | final
clkdlybuf4s50_1 | 0 | 21
nor2_1 | 48 | 48
buf_4 | 43 | 19
conb_1 | 2 | 42
edfxtp_1 | 194 | 194
mux2_2 | 23 | 23
nand2_1 | 60 | 60
o21ai_0 | 27 | 27
a21oi_1 | 28 | 28
mux2i_1 | 25 | 25
cells by family after synthesis:
kind of cell / count (synthesis) / synth area share
compound gates: 136 / 0.0956
xor+xnor: 21 / 0.0193
fa+ha+maj: 18 / 0.0244
buf+inv: 93 / 0.0558
flops: 194 / 0.612
mux: 65 / 0.0885
other cells: 2 / 0.000788
simple gates: 198 / 0.104
layout make-up:
cell class / instances / area, µm² / area share
Sequential cell: 194 / 5830 / 0.575
Multi-Input combinational cell: 480 / 3320 / 0.328
Tap cell: 396 / 495 / 0.0489
Timing Repair Buffer: 40 / 353 / 0.0348
Clock buffer: 3 / 75.1 / 0.00740
Inverter: 16 / 62.6 / 0.00617
Clock inverter: 1 / 5.00 / 0.000494
path summary, 6_finish.rpt:
kind                  start                      to  slack [ns]  cells past startpoint
worst min-delay path  SW[8]  IN.CTRL.Q[8]$_DFFE_PN_        1.11                      1
worst max-delay path  SW[9]                 LEDR[3]        0.68                      3
layer usage:
layer  vias to the layer above  part of all wire  global-route usage
met3                         8              0.11              0.0607
met4                         0            0.0086             0.00957
met2                       218              0.45               0.192
met1                      2601              0.43               0.173
met5                         -                 0                   0
li1                       2644                 -                   -
synthesized netlist by cell type, drive strengths merged, types with 3 or more instances:
cell type / instances / area, µm²
a21boi: 3 / 22.5
ha: 17 / 213
nor4: 3 / 25.0
o31ai: 5 / 37.5
nor3: 9 / 45.0
inv: 15 / 56.3
and2: 16 / 100
mux2i: 25 / 250
xnor2: 13 / 114
buf: 50 / 370
a311oi: 3 / 26.3
o21ai: 30 / 150
mux4: 12 / 270
xor2: 8 / 70.1
nor2: 48 / 180
nand2: 60 / 225
and3: 3 / 18.8
o21bai: 3 / 22.5
a22oi: 3 / 22.5
a21o: 4 / 30.0
nand3: 14 / 70.1
a21oi: 29 / 149
a221oi: 4 / 35.0
a31oi: 4 / 25.0
edfxtp: 194 / 5830
o221ai: 5 / 43.8
o211ai: 13 / 108
o21a: 8 / 60.1
o22ai: 6 / 37.5
a22o: 5 / 43.8
clkbuf: 27 / 101
nand2b: 7 / 43.8
or4: 4 / 33.8
nor3b: 4 / 41.3
nor2b: 18 / 113
mux2: 28 / 323
sequential cells by signal, indices dropped and copies added (netlist names):
signal	count
IN.DATA.Q	8
DP.cpipe.out	16
DP.statuspipe.out	1
IN.CTRL.Q	9
DP.regfile.R7.out	16
DP.regfile.R0.out	16
DP.regfile.R5.out	16
DP.regfile.R6.out	16
DP.regfile.R2.out	16
DP.regfile.R1.out	16
DP.regfile.R3.out	16
DP.apipe.out	16
DP.regfile.R4.out	16
DP.bpipe.out	16
power by group through the flow:
stage     clock, µW  sequential (µW)  combinational (µW)
6_report        193              462                 778
5_1_grt         204              470                 870
4_1_cts         195              463                 781
Power is estimated from default activity; no workload was simulated.
